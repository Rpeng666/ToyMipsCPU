## ./run.sh

```bash
#!/bin/bash
# OpenROAD 26Q1-2900-gdf79404cd8, Yosys 0.63+post, stock flow scripts
make -C /OpenROAD-flow-scripts/flow DESIGN_CONFIG=/design/flow/config.mk WORK_HOME=/design/flow/orfs finish
```

## ./design.v

```verilog
module LoadHazard(rs_D, rt_D, DstE, MemtoReg_E,
                C_L_DE_Rs, C_L_DE_Rt);  
    input [4: 0] rs_D;  
    input [4: 0] rt_D;  
    input [4: 0] DstE;  
    input  MemtoReg_E;  
    output reg C_L_DE_Rs, C_L_DE_Rt;   
  always @(*) begin
    C_L_DE_Rs <= (rs_D == DstE) & MemtoReg_E;   
    C_L_DE_Rt <= (rt_D == DstE) & MemtoReg_E;   
  end
endmodule
module BranchHazard(if_branch, rs_D, rt_D, RegWrDst_M, RegWr_M, RegWr_E, RegWrDst_E, MemtoReg_E, MemtoReg_M,
                      C_B_DM_Rs, C_B_DM_Rt, C_B_D);   
    input [4: 0] rs_D, rt_D;   
    input[4: 0] RegWrDst_M, RegWrDst_E;    
    input if_branch, RegWr_M, RegWr_E, MemtoReg_E, MemtoReg_M;
    output reg C_B_DM_Rs, C_B_DM_Rt, C_B_D;
    parameter JUMP = 4'b0000;
    parameter BEQ  = 4'b0010;
  always @(*) begin
    C_B_DM_Rs = (rs_D == RegWrDst_M) & RegWr_M;   
    C_B_DM_Rt = (rt_D == RegWrDst_M) & RegWr_M;   
    C_B_D = (if_branch & RegWr_E & (rs_D == RegWrDst_E | rt_D == RegWrDst_E)) |  
            (if_branch & MemtoReg_E & (rs_D == RegWrDst_E | rt_D == RegWrDst_E)) |  
            (if_branch & MemtoReg_M & (rs_D == RegWrDst_M | rt_D == RegWrDst_M));
  end
endmodule
 module ComputeBranch(ForwardRs_D, ForwardRt_D, rs_data, rt_data, result_M, zero_D);  
    input ForwardRs_D, ForwardRt_D;
    input [31: 0] rs_data, rt_data, result_M;
    output reg zero_D;
    reg[31: 0] A, B;
  always @(*) begin
      if(ForwardRs_D) A = result_M;
      else A = rs_data;
      if(ForwardRt_D) B = result_M;
      else B = rt_data;
      zero_D = (A == B);
  end
 endmodule
```

## ./constraint.sdc

```tcl
current_design ComputeBranch

set clk_period 1.5
set clk_io_pct 0.2

create_clock -name clk0 -period $clk_period

set non_clock_inputs [all_inputs -no_clocks]
set_input_delay [expr $clk_period * $clk_io_pct] -clock clk0 $non_clock_inputs
set_output_delay [expr $clk_period * $clk_io_pct] -clock clk0 [all_outputs]
```

## ./config.mk

```make
export PLATFORM = sky130hd
export DESIGN_NAME = ComputeBranch
export DESIGN_NICKNAME = ComputeBranch
export VERILOG_FILES = /design/flow/design.v
export SDC_FILE = /design/flow/constraint.sdc
export NUM_CORES = 4
export LEC_CHECK = 1
export CORE_AREA = 10 10 87 87
export DIE_AREA = 0 0 97 97
export SYNTH_HDL_FRONTEND = slang
```

==> impl_metrics.sql <==
-- generated from flow reports
INSERT INTO impl_metrics (metric_group, metric, value, unit) VALUES
('global_route', 'number_of_antenna_violations_at_the_first_check_in_global_routing', '0', ''),
('floorplan', 'die.size.y', '97', 'µm'),
('placed_design', 'gp_congestion', '0.861', ''),
('synthesis', 'synth_cells', '140', ''),
('route', 'detailedRoute.firstPassIterationCount', '4', ''),
('power_and_ir_drop', 'power.density_cell_area', '260', 'nW/µm²'),
('synthesis', 'yosys_synthesis_chip_area', '1150', 'µm²'),
('setup_path', 'worst-endpoint-arrival', '1.77', 'ns'),
('floorplan', 'io-pin-count', '99', ''),
('placed_design', 'post-place-cells', '333', ''),
('setup_path', 'endpoint_kind', 'output pin', ''),
('final_layout', 'filler_cell_count', '575', ''),
('synthesis', 'syn-cell-area', '1150', 'µm²'),
('power_and_ir_drop', 'total_leakage_power', '1.15', 'nW'),
('setup_path', 'cp_slowest_stage_delay', '0.35', 'ns'),
('route', 'detail_route.iter0.violations', '25', ''),
('setup_path', 'cp_data_required_time', '1.20', 'ns'),
('final_layout', 'design.seq.count', '0', ''),
('placed_design', 'placed_cell_area', '2400', 'µm²'),
('floorplan', 'row_count', '27', ''),
('status', 'run_status', 'complete, but fails checks', ''),
('floorplan', 'die_outline_area', '9410', 'µm²'),
('final_timing', 'worstMarginPinSlew', '0.342', 'ns'),
('final_timing', 'report.final.hold_viol_count', '0', ''),
('final_layout', 'finalCoreUtilization', '44.1', '%'),
('global_route', 'overflow', '0', ''),
('setup_path', 'timing.critical_path.fanout_max', '7', ''),
('global_route', 'number_of_global_route_vias_before_repair', '1543', ''),
('route', 'detail_route.wl_per_cell', '15.0', 'µm'),
('run', 'stage_log_warnings', '35', ''),
('route', 'detailroute.via_count', '1437', ''),
('final_layout', 'final.clkbuf_count', '0', ''),
('final_layout', 'design_area', '2490', 'µm²'),
('final_layout', 'area_delta_synth_final', '115', '%'),
('min_path', 'hold-path-cell-count', '5', ''),
('status', 'failing_checks', 'negative setup slack', ''),
('final_timing', 'final.period_utilization', '138', '%'),
('final_layout', 'finish.cell_count_without_fillers', '338', ''),
('route', 'detail-route-antenna-nets', '0', ''),
('route', 'antenna-diode-count', '0', ''),
('min_path', 'worst_hold_path_type', 'in2out', ''),
('final_timing', 'setup_viol', '1', ''),
('floorplan', 'design.core.area', '5640', 'µm²'),
('global_route', 'grt_first_pass_wirelength', '7.67', 'mm'),
('synthesis', 'synthesis.yosys.warnings', '0', ''),
('setup_path', 'cp_num_buf_inv', '3', ''),
('global_route', 'globalRouteTotalUtil', '9.86', '%'),
('final_layout', 'layout-drive-gt1-share', '22.6', '%'),
('setup_path', 'critPathKind', 'in2out', ''),
('placed_design', 'port-buffer-count', '99', ''),
('synthesis', 'yosys-stat-cells', '140', ''),
('final_timing', 'relSlewSlack', '77.2', '%'),
('final_timing', 'rsz_0062_raised_after_global_routing', 'yes', ''),
('route', 'detail_route.drc_violations', '0', ''),
('power_and_ir_drop', 'vdd.ir_drop.worst', '0.0905', 'mV'),
('floorplan', 'fp_util', '20.5', '%'),
('route', 'avgViaCountPerCell', '4.25', ''),
('final_timing', 'tns', '-0.570', 'ns'),
('synthesis', 'synth_cell_types', '23', ''),
('setup_path', 'path_delay_family', 'AND-OR/OR-AND gates', ''),
('floorplan', 'die_width', '97', 'µm'),
('placed_design', 'placement.setup.worst_slack', '-1.34', 'ns'),
('min_path', 'hp-start', 'ForwardRt_D', ''),
('setup_path', 'start_kind', 'primary input', ''),
('final_timing', 'finalWorstSetupSlack', '-0.570', 'ns'),
('synthesis', 'synth_area_per_cell', '8.25', 'µm²'),
('placed_design', 'detailed_place_hpwl', '4.56', 'mm'),
('final_timing', 'fmax', '0.483', 'GHz'),
('power_and_ir_drop', 'report.power.total', '646', 'µW'),
('setup_path', 'path_cells', 'buf_12 -> buf_6 -> mux2i_1 -> xor2_1 -> o211ai_1 -> nor4_2 -> a31oi_1 -> a211oi_2 -> buf_2', ''),
('final_layout', 'seq_area', '0', 'µm²'),
('final_timing', 'timing_max_transition_violations_final', '0', ''),
('synthesis', 'postSynthSeqShare', '0', '%'),
('min_path', 'whs_endpoint', 'zero_D', ''),
('setup_path', 'max_stage_delay_cell_worst_path', 'sky130_fd_sc_hd__nor4_2', ''),
('run', 'timing.max_cap.violations', '0', ''),
('final_timing', 'period_minus_ws_final', '2.07', 'ns'),
('global_route', 'grt_max_degree', '9', ''),
('route', 'drt_wirelength', '5.06', 'mm'),
('final_timing', 'whs', '1.22', 'ns');
placed cells by master (no fill, tap or decap), types with 5 or more instances in the layout:
master,count
sky130_fd_sc_hd__xor2_1,49
sky130_fd_sc_hd__nand4_1,8
sky130_fd_sc_hd__dlymetal6s2s_1,8
sky130_fd_sc_hd__clkdlybuf4s15_1,24
sky130_fd_sc_hd__xnor2_1,23
sky130_fd_sc_hd__dlygate4sd2_1,38
sky130_fd_sc_hd__clkdlybuf4s50_1,17
sky130_fd_sc_hd__mux2i_1,16
sky130_fd_sc_hd__nor4_2,5
sky130_fd_sc_hd__clkbuf_2,8
sky130_fd_sc_hd__buf_4,28
worst max-delay path by stage:
stage	depth (start not counted)	startpoint	slack, ns	end
6_report	9	ForwardRs_D	-0.57	zero_D
4_1_cts	9	ForwardRs_D	-0.65	zero_D
5_1_grt	9	ForwardRs_D	-0.64	zero_D
kinds of logic after synthesis:
| family | count (synthesis) | synth area share (%) |
|---|---|---|
| buf+inv | 5 | 3.90 |
| compound gates | 14 | 8.78 |
| mux | 20 | 17.3 |
| simple gates | 25 | 12.4 |
| xor+xnor | 76 | 57.6 |
report_power, final:
group	switching (mW)	internal (mW)
registers	0	0
logic	0.261	0.385
clock network	0	0
area by class of cell:
cell class                      count  area, µm²  share of cell area [%]
Multi-Input combinational cell    135       1210                    48.6
Tap cell                           72       90.1                    3.62
Timing Repair Buffer              130       1190                    47.7
Inverter                            1       3.75                   0.151
timing repair:
item                                    in CTS  in global routing
resized                                    101                 50
hold buffers                                 0                  0
endpoints found under the setup margin       1                  1
pin swaps                                   41                 36
buffers inserted                             1                  4
synth_stat cells, drive strengths merged, types with 2 or more instances:
master / count / area [µm²]
buf: 4 / 41.3
nor4: 9 / 56.3
nor2: 2 / 7.51
nor3: 3 / 15.0
xor2: 49 / 429
nand2: 2 / 7.51
nand4: 8 / 50.1
xnor2: 27 / 236
a31oi: 4 / 25.0
o21ai: 2 / 10.0
mux2i: 20 / 200
metal layers:
metal | part of all wire [%] | track usage, %
met1 | 47 | 13.5
met2 | 45 | 15.6
met3 | 8.0 | 3.08
met4 | 0 | 0
met5 | 0 | 0
