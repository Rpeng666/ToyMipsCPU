**./config.mk**
```make
export PLATFORM = sky130hd
export DESIGN_NAME = Forward
export DESIGN_NICKNAME = Forward
export VERILOG_FILES = /design/flow/design.v
export SDC_FILE = /design/flow/constraint.sdc
export NUM_CORES = 4
export LEC_CHECK = 1
export CORE_AREA = 10 10 70 70
export DIE_AREA = 0 0 80 80
export SYNTH_HDL_FRONTEND = slang
```
**./constraint.sdc**
```tcl
current_design Forward

set clk_period 3.1
set clk_io_pct 0.2

create_clock -name clk0 -period $clk_period

set non_clock_inputs [all_inputs -no_clocks]
set_input_delay [expr $clk_period * $clk_io_pct] -clock clk0 $non_clock_inputs
set_output_delay [expr $clk_period * $clk_io_pct] -clock clk0 [all_outputs]
```
**./design.v**
```verilog
module Forward(Rs_E, Rt_E, RegWrDst_W, RegWr_W, RegWrDst_M, RegWr_M, 
                Forward_RSE, Forward_RTE);   
    input[4: 0] Rs_E, Rt_E;  
    input[4: 0] RegWrDst_W;  
    input[4: 0] RegWrDst_M;  
    input RegWr_W;     
    input RegWr_M;     
    output reg[1: 0] Forward_RSE;  
    output reg[1: 0] Forward_RTE;  
    reg C_R_EW_Rs, C_R_EW_Rt;  
    reg C_R_EM_Rs, C_R_EM_Rt;  
  always @(*) begin
    C_R_EW_Rs = (Rs_E != 0) & (Rs_E == RegWrDst_W) & RegWr_W;    
    C_R_EW_Rt = (Rt_E != 0) & (Rt_E == RegWrDst_W) & RegWr_W;
    C_R_EM_Rs = (Rs_E != 0) & (Rs_E == RegWrDst_M) & RegWr_M;   
    C_R_EM_Rt = (Rt_E != 0) & (Rt_E == RegWrDst_M) & RegWr_M;
    Forward_RSE = C_R_EM_Rs ? 2'b10 : (C_R_EW_Rs ? 2'b01 : 2'b00);
    Forward_RTE = C_R_EM_Rt ? 2'b10 : (C_R_EW_Rt ? 2'b01 : 2'b00);
  end
endmodule
```
**./run.sh**
```bash
#!/bin/bash
# OpenROAD 26Q1-2900-gdf79404cd8, Yosys 0.63+post, stock flow scripts
make -C /OpenROAD-flow-scripts/flow DESIGN_CONFIG=/design/flow/config.mk WORK_HOME=/design/flow/orfs finish
```
==> flow_summary.json <==
{
  "run_status": "finished, final reports clean",
  "crit_path_buffers_inverters": 2,
  "rows": 21,
  "critPathKind": "in -> out",
  "post_cts_buffers": 0,
  "flop-count": 0,
  "post_synth_instance_area_um2": 293,
  "vias": 349,
  "route.detailed.drc": 0,
  "io_buffers": 26,
  "min_to": "Forward_RTE[0]",
  "unrepaired_setup_endpoints_after_global_routing": "true",
  "min-delay-start": "Rt_E[1]",
  "maxSlewViolCount": 0,
  "cpPeakStageDelay_ns": 0.54,
  "worst_path_most_repeated_cell": "clkdlybuf4s50_1",
  "vdd_drop_max_mv": 0.0202,
  "grt_start_max_net_pins": 4,
  "route.antenna.diode_count": 0,
  "chip_footprint_um2": 6400,
  "die.size.x_um": 80,
  "timing.final.setup_violations": 0,
  "critPathArrivalTime_ns": 2.35,
  "worst_setup_path_start_kind": "primary input",
  "static-leakage-power_nw": 0.217,
  "setup_slack_ns": 0.133,
  "top_cell_area_share_pct": 35.9,
  "post-place-ws_ns": 0.0490,
  "number_of_instances_resized_during_post_cts_repair": 0,
  "fmax_mhz": 337,
  "postSynthSeqShare_pct": 0,
  "ioPinCount": 26,
  "finalWorstPathRequiredPeriod_ns": 2.97,
  "placed_cell_count": 108,
  "fin_crit_sh_pct": 95.7,
  "ant_nets": 0,
  "initial_utilization_pct": 8.57,
  "lay_top_cells": "clkdlybuf4s50_1 (24), xnor2_1 (12), xor2_1 (8)",
  "critical_path_peak_fanout": 3,
  "synth.area.top_cells": "xnor2_1 (36%), xor2_1 (24%), a2111oi_0 (6.0%)",
  "placer_s_final_routability_congestion_estimate": 0.805,
  "power_density_nw_per_um2": 112,
  "vias_per_cell": 3.23,
  "fin_total_pwr_mw": 0.0677,
  "ys_chip_area_um2": 293,
  "grtUsageTotal_pct": 3.58,
  "postCtsHoldBufs": 0,
  "instances_no_fill": 108,
  "totalWireLength_mm": 1.19,
  "number_of_warnings_in_the_stage_logs": 33,
  "grt-ovfl-total": 0,
  "ys_cells": 38,
  "gate_count_after_technology_mapping": 38,
  "number_of_antenna_violations_at_the_first_check_in_global_routing": 0,
  "area_delta_synth_final_pct": 106,
  "top_cell_excl_fill_tap": "clkdlybuf4s50_1",
  "route.detailed.wl_per_inst_um": 11.0,
  "slew_worst_pin_ns": 0.342,
  "worst_hold_path_type": "in -> out",
  "design.core.area_um2": 3420,
  "slew-limit-headroom_pct": 77.1,
  "max_cap_viol_count": 0,
  "drt_pass1_iterations": 3,
  "first_pass_grt_wire_length_mm": 1.87,
  "worst_hold_stages": 5,
  "synthDominantAreaCellType": "xnor2_1",
  "crit_family": "buffers and inverters",
  "yosys_warnings": 0,
  "timing.critical_path.cells": "clkdlybuf4s50_1, xnor2_1, and2_1, a2111oi_1, clkdlybuf4s50_1",
  "critical_path_required_ns": 2.48,
  "cell_with_the_largest_stage_delay_on_the_worst_path": "clkdlybuf4s50_1",
  "post_route_cells_drive_above_1_share_pct": 0,
  "chipHeight_um": 80,
  "finalHoldViolCount": 0,
  "worstSetupEndpointType": "output port",
  "clock_buffer_count": 0,
  "seq_area_um2": 0,
  "first_global_vias": 362,
  "postSynthAreaPerCell_um2": 7.70,
  "count_of_distinct_cell_types_in_the_synthesized_netlist": 11,
  "initialDrtViolationCount": 13
}
-- report_power, final --
| part | total [mW] | switching, mW | internal (mW) | leakage, nW |
|---|---|---|---|---|
| clock network | 0 | 0 | 0 | 0 |
| registers | 0 | 0 | 0 | 0 |
| logic | 0.0677 | 0.0247 | 0.0430 | 0.217 |
-- logic make-up (layout without fill, tap and decap cells) --
kind of cell / count (synthesis) / in the layout / share of synthesized area, %
AND/OR/NAND/NOR: 14 / 14 / 29.1
AND-OR/OR-AND: 2 / 2 / 5.98
XOR/XNOR: 20 / 20 / 59.8
buffers and inverters: 2 / 26 / 5.13
-- worst max-delay path by stage --
stage     startpoint        endpoint  slack [ns]  cells past startpoint
4_1_cts      Rt_E[4]  Forward_RTE[0]        0.05                      5
5_1_grt      Rs_E[2]  Forward_RSE[0]       -0.02                      5
6_report     Rs_E[2]  Forward_RSE[0]        0.13                      5
-- metrics by stage --
step	setup TNS (ns)	utilization (%)	hold slack (ns)	instance area [µm²]
global placement	-0.00472	17.4	2.20	596
global route	-0.0157	17.7	1.84	603
finish	0	17.7	1.76	603
floorplan	0	-	1.30	293
CTS	0	17.4	2.22	596
detailed placement	0	17.4	2.21	596
-- synth_stat cells --
cell type	count
xnor2_1	12
xor2_1	8
a2111oi_0	2
and2_1	2
and3b_1	2
buf_4	2
nand2_1	2
nand4_1	2
nor2_1	2
nor4_1	2
or4_1	2
-- routing by layer --
metal  vias up  routed length [µm]  GRT usage, %
met3         0                  83         0.682
met5         -                   0             0
met2        14                 569          6.26
li1        180                   -             -
met4         0                   0             0
met1       155                 536          4.68
-- layout make-up --
| cell class | instances | area (µm²) |
|---|---|---|
| fillers | 386 | 2810 |
| multi-input cells | 36 | 280 |
| well taps | 46 | 57.6 |
| repair buffers | 26 | 265 |
Power figures rest on the tool's default switching activity, not on a simulated workload.
