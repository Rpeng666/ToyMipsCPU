File: config.mk
export PLATFORM = sky130hd
export DESIGN_NAME = pc_add_4
export DESIGN_NICKNAME = pc_add_4
export VERILOG_FILES = /design/flow/design.v
export SDC_FILE = /design/flow/constraint.sdc
export NUM_CORES = 4
export LEC_CHECK = 1
export CORE_AREA = 10 10 70 70
export DIE_AREA = 0 0 80 80
export SYNTH_HDL_FRONTEND = slang
File: constraint.sdc
current_design pc_add_4

set clk_period 6.9
set clk_io_pct 0.2

create_clock -name clk0 -period $clk_period

set non_clock_inputs [all_inputs -no_clocks]
set_input_delay [expr $clk_period * $clk_io_pct] -clock clk0 $non_clock_inputs
set_output_delay [expr $clk_period * $clk_io_pct] -clock clk0 [all_outputs]
File: design.v
module pc_add_4 (PC, pc_add_4);
    input    [31: 0] PC;
    output   [31: 0] pc_add_4;
    assign pc_add_4 = PC + 4;
endmodule 
File: run.sh
#!/bin/bash
# OpenROAD 26Q1-2900-gdf79404cd8, Yosys 0.63+post, stock flow scripts
make -C /OpenROAD-flow-scripts/flow DESIGN_CONFIG=/design/flow/config.mk WORK_HOME=/design/flow/orfs finish
==> flow_summary.ini <==
; flow metrics
[critical_path]
start_kind = input pin
arrival_ps = 3600
crit_slowest_cell = clkdlybuf4s50_1
crit_type = input pin to output pin
cp_num_buf_inv = 2
cp.required_ps = 5520
end_kind = output pin
crit_family = buffers and inverters
cpMostUsedCell = clkdlybuf4s50_1
cpPeakStageDelay_ps = 530
path_cells = clkdlybuf4s50_1 -> ha_1 -> nand3_1 -> nor4_4 -> nand4_1 -> xnor2_1 -> clkdlybuf4s50_1
crit_fanout = 8

[die]
core_util_floorplan_pct = 17.0
io_pins = 64
rows = 21
die_w_um = 80
dieArea_um2 = 6400
chipHeight_um = 80
core_um2 = 3420

[hold_path]
min_path_type = input pin to output pin

[grt]
antenna_found_initial = 0
grt_overflow = 0
grtUsageTotal_pct = 6.97
grt_pass1_vias = 833
grt_max_degree = 9
grt_first_pass_wirelength_um = 3820

[clock_network]
cts_resized = 0
postCtsHoldBufs = 0
post_cts.repair.setup_buffers = 0

[job]
drv_cap = 0
tool_warnings = 32

[logic_synthesis]
common_cells = xnor2_1 (21), nand2_1 (10), nand3_1 (10), nand4_1 (9)
ys_cells = 83
syn_inst = 83
yosysMostFrequentCell = xnor2_1
yosys_area_um2 = 581
top_cell_area_share_pct = 31.7
synth_cell_types = 18
ys_seq_share_pct = 0
synth_area_per_cell_um2 = 6.99
area_leaders = xnor2_1 (32%), xor2_1 (11%), nand4_1 (9.7%)
mappedNetlistArea_um2 = 581
synth_warnings = 0
largest_area_cell = xnor2_1

[cells_and_area]
seq_cells = 0
layout-drive-gt1-share_pct = 4.96
regArea_um2 = 0
syn2layout_area_growth_pct = 111
nClkBuffers = 0
final_area_um2 = 1220

[final_timing]
hold_viol = 0
final.min_clock_period_ps = 4980
grt_setup_unrepaired = false
fin_crit_sh_pct = 72.2
setup_viol = 0
maxSlewHeadroom_pct = 65.1
fin_setup_tns_ps = 0
tightestPinTransition_ps = 519
max_freq_ghz = 0.201
final_max_slew_viol_count = 0

[drt]
totalWireLength_um = 2270
ant_nets = 0
num_antenna_cells = 0
drc_errors = 0
wl_per_cell_um = 12.2
drt-initial-drc-count = 26
drtPass1Iterations = 4
detail_route.vias_per_cell = 4.17
vias = 779

[power]
pwr_density_cell_nw_per_um2 = 45.2
leakage_nw = 0.423
ir_drop_mv = 0.0207

[placed_design]
gp_congestion = 0.733
postPlaceCellArea_um2 = 1220
dp_hpwl_um = 1990
io_buffers = 60

[outcome]
status = finished clean
layer usage:
layer / part of all wire, % / global-route usage (%)
met2: 47 / 11.7
met3: 15 / 3.64
met1: 39 / 8.17
met5: 0 / 0
met4: 0 / 0
path summary, 6_finish.rpt:
path              start           end  slack, ps  cells past startpoint
setup / recovery  PC[2]  pc_add_4[28]       1920                      7
hold / removal    PC[0]   pc_add_4[0]       2760                      0
where the power goes:
part | switching (W) | leakage, nW | internal [W]
sequential | 0 | 0 | 0
combinational | 0.0000168 | 0.423 | 0.0000384
clock | 0 | 0 | 0
stage by stage:
step	util [%]	instances	hold slack, ps	worst slack (ps)	total power (W)
finish	35.8	187	2760	1920	0.0000553
global placement	35.8	187	2760	1930	0.0000559
global route	35.8	187	2760	1710	0.0000606
detailed placement	35.8	187	2760	1880	0.0000559
floorplan	-	83	2770	3170	0.0000108
CTS	35.8	187	2760	1880	0.0000565
layout by cell type, fill, tap and decap left out:
cell type / Yosys / final
and2_1: 1 / 1
and3_1: 2 / 2
and4_1: 1 / 1
and4_2: 1 / 1
clkdlybuf4s50_1: 0 / 60
ha_1: 1 / 1
inv_1: 2 / 2
nand2_1: 10 / 10
nand3_1: 10 / 10
nand3_2: 1 / 1
nand4_1: 9 / 9
nand4_2: 1 / 1
nor2_1: 7 / 7
nor3_1: 3 / 3
nor4_4: 2 / 2
or2_2: 2 / 2
xnor2_1: 21 / 21
xor2_1: 7 / 7
area by class of cell:
type               instances  area, um^2
fillers                  354        2190
inverters                  2        7.51
multi-input cells         79         558
well taps                 46        57.6
repair buffers            60         601
logic make-up after synthesis:
family / Yosys count / synth area share (%)
adder cells (fa/ha/maj): 1 / 2.15
AND/OR/NAND/NOR: 50 / 51.7
XOR/XNOR: 28 / 42.2
buffers and inverters: 4 / 3.88
No activity file was given, so power comes from the tool's default toggle rates.
